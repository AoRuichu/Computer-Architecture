$ cat flow/config.mk
export PLATFORM = sky130hd
export DESIGN_NAME = reg_arstn
export DESIGN_NICKNAME = reg_arstn
export VERILOG_FILES = /design/flow/design.v
export SDC_FILE = /design/flow/constraint.sdc
export NUM_CORES = 4
export LEC_CHECK = 1
export CORE_AREA = 10 10 72 72
export DIE_AREA = 0 0 82 82
export SYNTH_HDL_FRONTEND = slang
$ cat flow/run.sh
#!/bin/bash
# OpenROAD 26Q1-2900-gdf79404cd8, Yosys 0.63+post, stock flow scripts
make -C /OpenROAD-flow-scripts/flow DESIGN_CONFIG=/design/flow/config.mk WORK_HOME=/design/flow/orfs finish
$ cat flow/constraint.sdc
current_design reg_arstn

set clk_period 1.0
set clk_io_pct 0.2

create_clock -name clk0 -period $clk_period [get_ports {clk}]

set non_clock_inputs [all_inputs -no_clocks]
set_input_delay [expr $clk_period * $clk_io_pct] -clock clk0 $non_clock_inputs
set_output_delay [expr $clk_period * $clk_io_pct] -clock clk0 [all_outputs]
$ cat flow/design.v
module reg_arstn#(
parameter integer DATA_W     = 20,
parameter integer PRESET_VAL = 0
   )(
      input                  clk,
      input                  arst_n,
      input  [ DATA_W-1:0]   din,
      output [ DATA_W-1:0]   dout
);
reg [DATA_W-1:0] r,nxt;
always@(posedge clk, negedge arst_n)begin
   if(arst_n==0)begin
      r <= PRESET_VAL;
   end else begin
      r <= nxt;
   end
end
always@(*) begin
   nxt = din;
end
assign dout = r;
endmodule
==> impl_metrics.json <==
{
  "required_ns": 0.80,
  "netlist_top_cells_count": "dfrtp_1 (20)",
  "area_growth_pct": 86.3,
  "yosysTopAreaCellShare_pct": 100,
  "setup.worst_path.end": "dout[2]",
  "dpl_cell_area_um2": 991,
  "vias_per_cell": 2.86,
  "comb_area_um2": 0,
  "fin_crit_ns": 0.933,
  "htreeDepth": 1,
  "utilization_pct": 25.3,
  "cts_num_sinks": 20,
  "grt_pass1_vias": 374,
  "critPathKind": "reg -> out",
  "max_stage_delay_ns": 0.37,
  "drt_iter0_markers": 9,
  "ys.flops": 20,
  "cp-start-kind": "flip-flop",
  "fp.dieH_um": 82,
  "crit_slowest_cell": "dfrtp_1",
  "dieWidth_um": 82,
  "netlist_instances": 20,
  "worstMarginPinSlew_ns": 0.111,
  "netlist_area_um2": 500,
  "synth_seq_share_pct": 100,
  "grt_use_total_pct": 4.43,
  "grt_first_pass_wirelength_um": 2190,
  "synth_cell_types": 1,
  "diodes": 0,
  "overflow": 0,
  "crit_start": "dout[2]",
  "chipArea_um2": 6720,
  "crit_path_end_kind": "primary output",
  "largest_area_cell": "dfrtp_1",
  "cts_root_buf": "clkbuf_8",
  "compound_area_share_pct": 0,
  "drcViolationCount": 0,
  "fmax_ghz": 1.07,
  "drive_gt1_share_pct": 36.9,
  "grt_max_degree": 21,
  "simple_gate_share_pct": 0,
  "postSynthAreaPerCell_um2": 25.0,
  "power_leakage_nw": 0.427,
  "routedWlPerCell_um": 13.9,
  "ff_type": "dfrtp_1",
  "mux_share_pct": 0,
  "peakVddDrop_mv": 0.404,
  "clk_path_buf_depth": 2,
  "status": "finished clean",
  "routed_wl_um": 1580,
  "cts_tree": "built",
  "drv_cap": 0,
  "xor_area_share_pct": 0,
  "timing.setup.tns_ns": 0,
  "warnings": 28,
  "critical_path_buf_inv_count": 1,
  "crit_cells": 1,
  "final_hold_viol_count": 0,
  "io_buffers": 41,
  "dp_hpwl_um": 1400,
  "ys_cells": 20,
  "synth-edff-count": 0,
  "via_count": 323,
  "crit_chain": "buf_2",
  "hold_path.class": "in -> async",
  "ant_nets": 0,
  "path_max_fanout": 1,
  "fin_crit_sh_pct": 93.3,
  "yosys-top-cells-area": "dfrtp_1 (100%)",
  "core_area_um2": 3690,
  "drt-pass1-iter-count": 2,
  "top_cell": "dfrtp_1",
  "gp_congestion": 0.700,
  "largest_reg_flops": 20,
  "synth-warning-count": 0,
  "ios": 42,
  "fp_util_pct": 13.6,
  "critPathTopFamily": "flip-flops",
  "antenna_found_initial": 0,
  "seqCellArea_um2": 500,
  "yosys_area_um2": 500,
  "ys_async_sr_fraction_pct": 100,
  "nFillCells": 403,
  "critPathArrivalTime_ns": 0.73,
  "rows": 22,
  "slew_violations": 0,
  "slew_headroom_pct": 92.6,
  "p_per_area_nw_per_um2": 1590,
  "rsz0062_at_grt": "false",
  "clk_pin_slew_ns": 0.06,
  "fa_ha_area_share_pct": 0,
  "fin_area_um2": 932,
  "logic_gates": 0,
  "final-setup-viol-count": 0,
  "cts_made_buffers": 3
}
-- cell families (layout without fill, tap and decap cells) --
group / after synthesis / after routing
buffers and inverters: 0 / 45
flip-flops: 20 / 20
-- through the flow --
step           setup WS [ns]  power, mW  cells  hold slack (ns)
6_report              0.0665       1.48    113            0.291
3_5_place_dp        -0.00370       1.06    110            0.562
4_1_cts             0.000958       1.54    113            0.288
3_3_place_gp          0.0178       1.06    110            0.554
2_1_floorplan          0.488      0.864     20          -0.0956
5_1_grt               0.0220       1.56    113            0.283
-- how the worst min path moves through the flow --
stage | start | end | slack, ns
after CTS | arst_n | dout[12] | 0.29
after global routing | arst_n | dout[17] | 0.28
final | arst_n | dout[1] | 0.29
-- layout by cell type, fill, tap and decap left out --
master,Yosys,routed
buf_12,0,1
buf_2,0,9
clkbuf_2,0,11
clkbuf_8,0,3
clkdlybuf4s50_1,0,21
dfrtp_1,20,20
-- final cells by class --
type | count | share of cell area, %
well taps | 48 | 6.44
flip-flops and latches | 20 | 53.7
clock buffers | 3 | 4.43
repair buffers | 42 | 35.4
-- metal layers --
metal / up-vias / track usage (%) / wire (um) / share of wire (%)
met4: 0 / 0.680 / 0 / 0
li1: 150 / - / - / -
met2: 20 / 6.58 / 746 / 47
met1: 153 / 4.81 / 553 / 35
met3: 0 / 3.85 / 276 / 18
met5: - / 0 / 0 / 0
-- power by group --
group / switching [mW] / internal, mW
clock network: 0.218 / 0.267
registers: 0.00934 / 0.850
logic: 0.0362 / 0.105
total: 0.264 / 1.22
-- timing repair --
item                                    in CTS  in global routing
hold buffers                                 0                  0
endpoints found under the setup margin      20                 11
resized                                     49                 11
setup buffers                                0                  0
Power is estimated from default activity; no workload was simulated.
